`flow/run.sh`:
```
#!/bin/bash
# OpenROAD 26Q1-2900-gdf79404cd8, Yosys 0.63+post, stock flow scripts
make -C /OpenROAD-flow-scripts/flow DESIGN_CONFIG=/design/flow/config.mk WORK_HOME=/design/flow/orfs finish
```
`flow/config.mk`:
```
export PLATFORM = sky130hd
export DESIGN_NAME = control
export DESIGN_NICKNAME = control
export VERILOG_FILES = /design/flow/design.v
export SDC_FILE = /design/flow/constraint.sdc
export NUM_CORES = 4
export LEC_CHECK = 1
export CORE_AREA = 10 10 70 70
export DIE_AREA = 0 0 80 80
```
`flow/constraint.sdc`:
```
current_design control

set clk_period 1.9
set clk_io_pct 0.2

create_clock -name clk0 -period $clk_period [get_ports {clock}]

set non_clock_inputs [all_inputs -no_clocks]
set_input_delay [expr $clk_period * $clk_io_pct] -clock clk0 $non_clock_inputs
set_output_delay [expr $clk_period * $clk_io_pct] -clock clk0 [all_outputs]
```
`flow/design.v`:
```
module control(START, comp, clock, DONE, SHIFT, LOAD);
    input START;
    input comp;
    input clock;
    reg [3:0] count = 4;
    reg [3:0] STATE = 8'd0;
    output reg SHIFT = 8'd0;
    output reg LOAD = 8'd0;
    output reg DONE= 8'd0;
    parameter S0 = 8'd0;
    parameter S1 = 8'd1;
    parameter S2 = 8'd2;
    parameter S3 = 8'd3;
    parameter S4 = 8'd4;
    always @(posedge clock)       
    begin
        casex({STATE, START, count, comp})
            {S0, 1'd1, 4'dX, 1'dX}: 
            begin 
                STATE = S1;
                SHIFT = 1;
                LOAD  = 0;
                DONE  = 0;
            end
            {S1, 1'dX, 4'dx, 1'dx}: 
            begin 
                count = count - 1;
                if (comp == 0) 
                begin
                    STATE = S2;
                    SHIFT = 0;
                    LOAD = 1;
                    DONE = 0;
                end 
                else 
                begin
                    STATE = S3;
                    SHIFT = 0;
                    LOAD = 0;
                    DONE = 0;
                end
            end 
            {S2, 1'dX, 4'dx, 1'd0}: 
            begin
                if (count == 0) 
                begin 
                    STATE = S4;
                    SHIFT = 0;
                    LOAD = 0;
                    DONE = 1;
                end 
                else 
                begin
                    STATE = S1;
                    SHIFT = 1;
                    LOAD = 0;
                    DONE =0;                            
                end
            end
            {S3, 1'dX, 4'dx, 1'd1}: 
            begin
                SHIFT = 0;
                LOAD = 0;
                DONE = 0;
                if (count == 0) 
                begin 
                    STATE = S4;
                    SHIFT = 0;
                    LOAD = 0;
                    DONE = 1;
                end 
                else 
                begin
                    STATE = S1;
                    SHIFT = 1;
                    LOAD = 0;
                    DONE = 0;
                end
            end
            {S4, 1'dX, 4'd0, 1'dX}: 
            begin 
                SHIFT = 0; 
                LOAD =0;
                DONE = 1;
            end
            default : {STATE, SHIFT, LOAD, DONE} = {S0, 1'dX, 1'dX, 1'dX};             
        endcase
    end  
endmodule 
```
==> impl_table.tex <==
% Auto-generated results table
\begin{tabular}{lr}
\hline
Metric & Value \\
\hline
\multicolumn{2}{l}{\textbf{Pwr}} \\
Total power draw & 0.902 mW \\
Pwr Density & 1440 nW/µm² \\
Fraction of power consumed by combinational cells & 29.5\% \\
Proportion of power drawn by the clock network & 21.1\% \\
Net load switching power & around 0.28 mW \\
Internal portion of total power & approximately 0.62 mW \\
Switching share of power & 31.0\% \\
Total leakage power & 0.239 nW \\
Worst VDD drop & 0.611 mV \\
Fraction of power consumed by sequential logic & approximately half \\
\multicolumn{2}{l}{\textbf{STA}} \\
Count of endpoints failing hold in the final timing report & 0 \\
Final Critical Period & 1780 ps \\
Maximum clock skew at final layout & between 3 and 4 ps \\
Slew of the pin with the lowest slew margin & 311 ps \\
Maximum frequency from static timing analysis & between 0.5 and 0.6 GHz \\
RSZ-0062 raised after global routing & no \\
Worst hold margin & 580 ps \\
Final critical-path setup slack & 115 ps \\
Number of setup violations in the final report & 0 \\
Slew Limit Headroom & around four fifths \\
Tcrit/Tclk final & between 90\% and 100\% \\
Pins over their slew limit & 0 \\
Sum of negative setup slack & 0 ps \\
\multicolumn{2}{l}{\textbf{Placed design}} \\
I/O Buffers & 5 \\
HPWL after DPL & around 620 µm \\
Weighted congestion at the end of routability-driven global placement & between 0.7 and 0.8 \\
DP Worst Slack & approximately 130 ps \\
Post-Place Cells & 94 \\
\multicolumn{2}{l}{\textbf{Yosys}} \\
Cell count in the Yosys report & 44 \\
Area of the synthesized netlist per yosys stat & 484 µm² \\
FFs w/ async S/R, synth & 0\% \\
Post-synth EDFFs & 7 \\
Post-synthesis sequential area ratio & 55.8\% \\
Average cell area after synthesis & 11.0 µm² \\
Number of synthesis warnings & 1 \\
Count of unique library cells instantiated by Yosys & 21 \\
Synthesized cell area & $\sim$480 µm² \\
Gate count after technology mapping & 44 \\
Yosys reg bits & 10 \\
Most instantiated flip-flop cell in the synthesis netlist & sky130\_fd\_sc\_hd\_\_edfxtp\_1 \\
\multicolumn{2}{l}{\textbf{Worst setup path}} \\
Worst path cell trace & inv\_1 > ha\_1 > or3b\_4 > or4\_1 \\
Slowest cell on crit path & sky130\_fd\_sc\_hd\_\_or4\_1 \\
Family with the most delay on the worst path & simple AND/OR/NAND/NOR gates \\
Type of element capturing the critical path & flip-flop \\
Worst Path Buf+Inv & 1 \\
Arrival time worst endpoint & 1780 ps \\
Delay of the slowest critical-path stage & 480 ps \\
WP depth & 4 \\
Setup slack of the most critical reg-to-reg path & 120 ps \\
Peak fanout along the critical path & 6 \\
Sort of element at the start of the critical path & flip-flop \\
Critical path endpoint & STATE[0]\$\_DFFE\_PN\_ \\
Critical R2R Launch & count[0]\$\_DFFE\_PP\_ \\
Reg-to-Reg End & STATE[0]\$\_DFFE\_PN\_ \\
Worst Setup Path Type & reg -> reg \\
Worst r2r path cells & 4 \\
Required time of the critical path & 1900 ps \\
Critical path origin & count[0]\$\_DFFE\_PP\_ \\
\multicolumn{2}{l}{\textbf{Clock network}} \\
Post-CTS Hold Fix Bufs & 0 \\
Cts bufs inserted & 3 \\
Clock Latency Late Sink & 260 ps \\
Clk buf depth & 2 \\
Master cell of the clock root buffer & sky130\_fd\_sc\_hd\_\_clkbuf\_4 \\
Post-CTS setup buffer count & 0 \\
Clock slew at the register clock pins of the worst setup and hold paths & 70 ps \\
Number of cells upsized or downsized after cts & 0 \\
Clock Sink Count & 10 \\
Max H-tree Level & 1 \\
CTS tree & built \\
\multicolumn{2}{l}{\textbf{Route}} \\
Total Wirelength & 806 µm \\
Starting DRT DRC Count & 6 \\
DRC viols & 0 \\
TritonRoute pass-1 iters & 4 \\
Vias/cell & 3.41 \\
Number of antenna cells inserted & 0 \\
Post-route antenna net violation count & 0 \\
Routed length per instance & 8.22 µm \\
Vias & around 330 \\
\multicolumn{2}{l}{\textbf{Global routing}} \\
Number of antenna violations at the first check in global routing & 0 \\
Total grt overflow & 0 \\
Global-route wire length before repair & around 1300 µm \\
Vias in the first global route & 308 \\
Pin count of the biggest net entering global routing & 12 \\
Total track usage & 2.55\% \\
\multicolumn{2}{l}{\textbf{Floorplan}} \\
Die span in y & 80 µm \\
Chip area & 6400 µm² \\
Std cell rows & 21 \\
Initial Utilization & between 10\% and 20\% \\
Overall die width & around 80 µm \\
Area of the core & between 3000 and 4000 µm² \\
Top-Level Pins & 6 \\
\multicolumn{2}{l}{\textbf{Cells and area}} \\
Number of non-filler instances in the completed layout & 98 \\
Layout cell share with drive strength beyond 1 & 11.5\% \\
Most instantiated logic cells after routing & 7 x sky130\_fd\_sc\_hd\_\_edfxtp\_1, 6 x sky130\_fd\_sc\_hd\_\_inv\_1, 5 x sky130\_fd\_sc\_hd\_\_clkdlybuf4s50\_1 \\
Layout-stage area growth over the synthesis result & 29.2\% \\
Top logic cell by instance count in the layout & sky130\_fd\_sc\_hd\_\_edfxtp\_1 \\
\multicolumn{2}{l}{\textbf{Run status}} \\
Outcome & finished clean \\
\multicolumn{2}{l}{\textbf{Hold path}} \\
Tightest Hold Check Type & reg -> reg \\
\multicolumn{2}{l}{\textbf{Flow run}} \\
Max Cap Violations & 0 \\
Warning total across the stage logs & 26 \\
\hline
\end{tabular}
==> sequential cells by signal, indices dropped and copies added, names as in the netlist <==
signal	count
DONE	1
LOAD	1
SHIFT	1
STATE	3
count	4
==> worst register-to-register path, delay by kind of cell (launching register included) <==
kind                     cells  cell delay (ps)
adder cells (fa/ha/maj)      1              150
buffers and inverters        1              100
flip-flops                   1              380
AND/OR/NAND/NOR              2              890
==> layout make-up <==
| cell class | count | area, µm² |
|---|---|---|
| fill | 389 | 2790 |
| timing repair buffer | 6 | 57.6 |
| inverter | 6 | 22.5 |
| sequential | 10 | 270 |
| tap | 46 | 57.6 |
| multi-input combinational | 26 | 181 |
| clock buffer | 4 | 36.3 |
==> routing by layer <==
layer  GRT usage, %  wire (µm)  up-vias
met2           4.41        423        5
met3           1.36         42        0
met1           2.74        340      156
met5              0          0        -
met4          0.352          0        0
li1               -          -      173
==> worst min-delay path by stage <==
stage	from	to	cells after the start
finish	count[0]$_DFFE_PP_	count[0]$_DFFE_PP_	1
CTS	count[0]$_DFFE_PP_	count[0]$_DFFE_PP_	1
global route	count[0]$_DFFE_PP_	count[0]$_DFFE_PP_	1
==> through the flow <==
stage,util (%),area [µm²]
after floorplan,-,484
after global placement,17.3,589
after detailed placement,17.3,589
after CTS,18.3,626
after global routing,18.3,626
final,18.3,626
==> cell families after synthesis <==
| group | Yosys count | synth area share, % |
|---|---|---|
| buf+inv | 8 | 6.72 |
| flops | 10 | 55.8 |
| compound gates | 6 | 8.27 |
| fa+ha+maj | 2 | 5.17 |
| simple gates | 15 | 18.6 |
| xor+xnor | 3 | 5.43 |
==> power groups by stage <==
stage | clock, mW | sequential (mW) | combinational (mW)
after global routing | 0.208 | 0.463 | 0.305
after CTS | 0.193 | 0.446 | 0.271
final | 0.190 | 0.446 | 0.266
==> cells in the mapped netlist (2+ instances only) <==
cell	n	area, µm²
sky130_fd_sc_hd__nor2_1	3	11.3
sky130_fd_sc_hd__ha_1	2	25.0
sky130_fd_sc_hd__buf_2	2	10.0
sky130_fd_sc_hd__nor3_1	3	15.0
sky130_fd_sc_hd__xor2_1	2	17.5
sky130_fd_sc_hd__edfxtp_1	7	210
sky130_fd_sc_hd__inv_1	6	22.5
sky130_fd_sc_hd__dfxtp_1	3	60.1
sky130_fd_sc_hd__nor3b_1	3	22.5
sky130_fd_sc_hd__o21ai_0	2	10.0
Power figures rest on the tool's default switching activity, not on a simulated workload.
